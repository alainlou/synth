`flow/design.v`:
```
module num_to_svnseg(
    input [3:0] in,
    output [6:0] out);
    reg [6:0] hex_encoding = 0;
    always @(*) begin
        case (in)
            4'h0: hex_encoding <= 7'h7E;
            4'h1: hex_encoding <= 7'h30;
            4'h2: hex_encoding <= 7'h6D;
            4'h3: hex_encoding <= 7'h79;
            4'h4: hex_encoding <= 7'h33;
            4'h5: hex_encoding <= 7'h5B;
            4'h6: hex_encoding <= 7'h5F;
            4'h7: hex_encoding <= 7'h70;
            4'h8: hex_encoding <= 7'h7F;
            4'h9: hex_encoding <= 7'h7B;
            4'hA: hex_encoding <= 7'h77;
            4'hB: hex_encoding <= 7'h1F;
            4'hC: hex_encoding <= 7'h4E;
            4'hD: hex_encoding <= 7'h3D;
            4'hE: hex_encoding <= 7'h4F;
            4'hF: hex_encoding <= 7'h47;
        endcase
    end
    assign out = ~hex_encoding;
endmodule
module svnseg_controller(
    input clk,
    input [3:0] num3,
    input [3:0] num2,
    input [3:0] num1,
    input [3:0] num0,
    output dig1,
    output dig2,
    output dig3,
    output dig4,
    output seg0,
    output seg1,
    output seg2,
    output seg3,
    output seg4,
    output seg5,
    output seg6,
    output seg7);
    reg [11:0] counter;
    reg edited_clk;
    always @(posedge clk) begin
        if (counter == 0)
            edited_clk <= !edited_clk;
        counter <= counter + 1;
    end
    reg [1:0] state;
    reg [3:0] digit_select;
    reg [6:0] curr_output;
    wire [6:0] svn3, svn2, svn1, svn0;
    num_to_svnseg decode3(
        .in(num3),
        .out(svn3));
    num_to_svnseg decode2(
        .in(num2),
        .out(svn2));
    num_to_svnseg decode1(
        .in(num1),
        .out(svn1));
    num_to_svnseg decode0(
        .in(num0),
        .out(svn0));
    always @(posedge edited_clk) begin
        case (state)
            2'b00: begin
                digit_select <= 4'b1110;
                curr_output <= svn0;
                state <= 2'b01;
            end
            2'b01: begin
                digit_select <= 4'b1101;
                curr_output <= svn1;
                state <= 2'b10;
            end
            2'b10: begin
                digit_select <= 4'b1011;
                curr_output <= svn2;
                state <= 2'b11;
            end
            2'b11: begin
                digit_select <= 4'b0111;
                curr_output <= svn3;
                state <= 2'b00;
            end
        endcase
    end
    assign {dig4, dig3, dig2, dig1} = digit_select;
    assign {seg0, seg1, seg2, seg3, seg4, seg5, seg6, seg7} = {curr_output, 1'b1};
endmodule
module synth
(
    input FPGA_CLK,
    input UART_RXD,
    output UART_TXD,
    output SVNSEG_DIG1,
    output SVNSEG_DIG2,
    output SVNSEG_DIG3,
    output SVNSEG_DIG4,
    output SVNSEG_SEG0,
    output SVNSEG_SEG1,
    output SVNSEG_SEG2,
    output SVNSEG_SEG3,
    output SVNSEG_SEG4,
    output SVNSEG_SEG5,
    output SVNSEG_SEG6,
    output SVNSEG_SEG7,
    output BEEP
);
    wire rx = !UART_RXD;
    wire tx;
    assign UART_TXD = !tx;
    reg valid;
    reg [7:0] data_byte;
    uart_rx uart_rx_inst
    (
        .clk(FPGA_CLK),
        .uart_rxd(rx),
        .data(data_byte),
        .data_valid(valid)
    );
    uart_tx uart_tx_inst
    (
        .clk(FPGA_CLK),
        .data(data_byte),
        .data_valid(valid),
        .uart_txd(tx)
    );
    svnseg_controller controller_inst
    (
        .clk(FPGA_CLK),
        .num3(4'h0),
        .num2(4'h0),
        .num1(data_byte[7:4]),
        .num0(data_byte[3:0]),
        .dig1(SVNSEG_DIG1),
        .dig2(SVNSEG_DIG2),
        .dig3(SVNSEG_DIG3),
        .dig4(SVNSEG_DIG4),
        .seg0(SVNSEG_SEG0),
        .seg1(SVNSEG_SEG1),
        .seg2(SVNSEG_SEG2),
        .seg3(SVNSEG_SEG3),
        .seg4(SVNSEG_SEG4),
        .seg5(SVNSEG_SEG5),
        .seg6(SVNSEG_SEG6),
        .seg7(SVNSEG_SEG7)
    );
    tonegen tonegen_inst
    (
        .clk(FPGA_CLK),
        .data(data_byte),
        .data_valid(valid),
        .signal(BEEP)
    );
endmodule
module tonegen
(
    input clk,
    input [7:0] data,
    input data_valid,
    output signal
);
    parameter C=191_110, CSHARP=180_388, D=170_265, DSHARP=160_705, E=151_685, F=143_172,
    FSHARP=135_138, G=127_551, GSHARP=120_395, A=113_636, ASHARP=107_259, B=101_239, COCTAVE=95_557;
    reg prev_dv = 1'b0;
    reg [18:0] note_period;
    reg [18:0] counter = 0;
    reg waveform;
    reg mute = 1'b1;
    reg [24:0] mute_counter = 0;
    always @(posedge clk) begin
        if (!prev_dv && data_valid) begin
            mute = 1'b0;
            mute_counter = 0;
            case (data)
                8'h61: note_period <= C;
                8'h77: note_period <= CSHARP;
                8'h73: note_period <= D;
                8'h65: note_period <= DSHARP;
                8'h64: note_period <= E;
                8'h66: note_period <= F;
                8'h74: note_period <= FSHARP;
                8'h67: note_period <= G;
                8'h79: note_period <= GSHARP;
                8'h68: note_period <= A;
                8'h75: note_period <= ASHARP;
                8'h6A: note_period <= B;
                8'h6B: note_period <= COCTAVE;
                default: note_period <= C;
            endcase
        end
        else if (mute_counter == 12_500_000) begin
            mute = 1'b1;
            mute_counter = 0;
        end
        if (!mute) begin
            mute_counter <= mute_counter + 1;
            if (counter == note_period) begin
                counter <= 0;
                waveform <= !waveform;
            end
            else
                counter <= counter + 1;
        end
        prev_dv <= data_valid;
    end
    assign signal = !mute && waveform;
endmodule
module uart_rx(
    input clk,
    input uart_rxd,
    output reg data_valid,
    output reg [7:0] data);
    parameter CLKS_PER_BIT = 433;  
    parameter IDLE = 0, START_BIT = 1, SAMPLING = 2, STOP_BIT = 3;
    reg [1:0] state = IDLE;
    reg [3:0] bit_index = 0;
    reg [9:0] counter = 0;
    always @(posedge clk) begin
        case (state)
            IDLE: begin
                data_valid <= 1'b0;
                if (uart_rxd == 1'b0) begin
                    state <= START_BIT;
                end
            end
            START_BIT: begin
                if (counter < CLKS_PER_BIT/2)
                    counter <= counter + 1;
                else begin
                    counter <= 0;
                    if (uart_rxd == 1'b0) begin
                        state <= SAMPLING;
                    end else
                        state <= IDLE;
                end
            end
            SAMPLING: begin
                if (counter < CLKS_PER_BIT-1)
                    counter <= counter + 1;
                else begin
                    data[bit_index] <= uart_rxd;
                    counter <= 0;
                    if (bit_index < 7) begin
                        bit_index <= bit_index + 1;
                    end else begin
                        bit_index <= 0;
                        state <= STOP_BIT;
                    end
                end
            end
            STOP_BIT: begin
                if (counter < CLKS_PER_BIT + CLKS_PER_BIT/2)
                    counter <= counter + 1;
                else begin
                    counter <= 0;
                    data_valid <= 1'b1;
                    state <= IDLE;
                end
            end
            default:
                state <= IDLE;
        endcase
    end
endmodule
module uart_tx(
    input clk,
    input data_valid,
    input [7:0] data,
    output reg uart_txd);
    parameter CLKS_PER_BIT = 433;  
    parameter IDLE = 0, START_BIT = 1, TRANSMIT = 2, STOP_BIT = 3;
    reg [2:0] state = IDLE;
    reg [3:0] bit_index = 0;
    reg [8:0] counter = 0;
    reg [7:0] data_byte;
    always @(posedge clk) begin
        case (state)
            IDLE: begin
                uart_txd <= 1'b1;
                if (data_valid) begin
                    state <= START_BIT;
                    data_byte <= data;
                end
            end
            START_BIT: begin
                uart_txd <= 1'b0;
                if (counter < CLKS_PER_BIT-1) begin
                    counter <= counter + 1;
                end else begin
                    counter <= 0;
                    state <= TRANSMIT;
                end
            end
            TRANSMIT: begin
                if (counter < CLKS_PER_BIT-1) begin
                    counter <= counter + 1;
                    uart_txd <= data_byte[bit_index];
                end else begin
                    counter <= 0;
                    if (bit_index < 7) begin
                        bit_index <= bit_index + 1;
                    end else begin
                        bit_index <= 0;
                        state <= STOP_BIT;
                    end
                end
            end
            STOP_BIT: begin
                uart_txd <= 1'b1;
                if (counter < CLKS_PER_BIT-1) begin
                    counter <= counter + 1;
                end else begin
                    counter <= 0;
                    state <= IDLE;
                end
            end
        endcase
    end
endmodule
```
`flow/run.sh`:
```
#!/bin/bash
# OpenROAD 26Q1-2900-gdf79404cd8, Yosys 0.63+post, stock flow scripts
make -C /OpenROAD-flow-scripts/flow DESIGN_CONFIG=/design/flow/config.mk WORK_HOME=/design/flow/orfs finish
```
`flow/config.mk`:
```
export PLATFORM = sky130hd
export DESIGN_NAME = synth
export DESIGN_NICKNAME = synth
export VERILOG_FILES = /design/flow/design.v
export SDC_FILE = /design/flow/constraint.sdc
export NUM_CORES = 4
export LEC_CHECK = 1
export CORE_UTILIZATION = 30
```
`flow/constraint.sdc`:
```
current_design synth

set clk_period 7.7
set clk_io_pct 0.2

create_clock -name clk0 -period $clk_period [get_ports {FPGA_CLK}]

set non_clock_inputs [all_inputs -no_clocks]
set_input_delay [expr $clk_period * $clk_io_pct] -clock clk0 $non_clock_inputs
set_output_delay [expr $clk_period * $clk_io_pct] -clock clk0 [all_outputs]
```
==> impl_metrics.ini <==
; yosys + openroad results
[run_status]
outcome = finished clean

[drt]
dr_total_vias = 5437
drt-vias-per-instance = 4.720
route.detailed.wl_per_inst_um = 12.47
first_iter_violations = 350
postRouteWirelength_mm = 14.37
drtPass1Iterations = 16
insertedDiodeCount = 0
route.detailed.drc = 0
antenna_violating_nets_post_route = 0

[critical_path]
setup.worst_path.start = uart_rx_inst.bit_index[0]$_SDFFCE_PP0P_
rr_startpoint = uart_rx_inst.bit_index[0]$_SDFFCE_PP0P_
cp_data_arrival_time_ns = 3.62
critical_path.endpoint = controller_inst.decode0.hex_encoding[3]$_DFF_P_
cp-start-kind = flop
critical_path.endpoint_type = flop
worst_ep_required_time_ns = 7.99
rr_endpoint = controller_inst.decode0.hex_encoding[3]$_DFF_P_
timing_worst_setup_path_type = flop to flop
rr_worst_depth = 11
largest_fanout_on_the_critical_path = 10
worst-r2r-setup-slack_ns = 4.38

[placement]
place.detailed.hpwl_mm = 9.968
placement.cell_area_mm2 = 0.008587
gp_routability_congestion = 0.8437
i_o_buffers = 14

[sta]
min_period_over_period = 0.4318
finalMaxSlewViolations = 0
untimed_endpoints = 24
fmax_mhz = 300.8
timing.final.hold_violations = 0
grt_setup_unrepaired = false
timing.final.crit_period_ns = 3.325
maxSlewHeadroom = 0.4662
final.setup.tns_ns = 0
timing.clock.skew_ns = 0.007622
report.final.setup_viol = 0
register_pins_left_without_a_clock = 13
worst-slew-pin-transition_ns = 0.8008

[cells_and_area]
most_frequent_logic_cell_in_the_layout = sky130_fd_sc_hd__edfxtp_1
register_area_mm2 = 0.003964
num-fill-cells = 2598
layout-drive-gt1-share = 0.08078
design_area_mm2 = 0.009200
layout_top_cells_excl_fill_tap = sky130_fd_sc_hd__edfxtp_1, sky130_fd_sc_hd__nor2_1, sky130_fd_sc_hd__nand2_1, sky130_fd_sc_hd__dfxtp_1, sky130_fd_sc_hd__xor2_1
comb_area_mm2 = 0.003869
syn_to_final_growth_pct = 13.31

[die]
placement_rows = 59
die.size.x_um = 166.5
core-area_mm2 = 0.02628
die_height_um = 166.5
initCoreUtil = 0.3089
chip_area_mm2 = 0.02773
floorplan.io_pins = 16

[power_and_ir_drop]
vdd_drop_max_mv = 0.1212
power.density_cell_area_mw_per_mm2 = 273.9
total_leakage_power_nw = 3.456

[cts]
clk-insertion-delay-late_ns = 0.41
cts_tree = done
cts_htree_levels = 4
clk_root_buffer_cell = sky130_fd_sc_hd__clkbuf_16
ctsHoldBuffers = 0
cts_post_setup_buffers_inserted = 0
resized_gates_after_cts = 0
numCtsBuffers = 17
clock_tree.buffer_depth = 2
cts.reportedPaths.clkPinSlew_ns = 0.06

[global_routing]
grt_util_all_layers = 0.1103
grt_start_max_net_pins = 30
globalRoute.totalOverflow = 0
number_of_antenna_violations_at_the_first_check_in_global_routing = 0
first_global_vias = 5072
global_route_wire_length_before_repair_mm = 24.82

[synth]
mux_share = 0.03375
synth_simple_gate_area_share = 0.1917
yosys.area.top_type = sky130_fd_sc_hd__edfxtp_1
netlist-cell-type-count = 65
top_logic_family = simple AND/OR/NAND/NOR gates
asyncSetResetFlopFracSynth = 0
top_cells_by_area = sky130_fd_sc_hd__edfxtp_1, sky130_fd_sc_hd__dfxtp_1, sky130_fd_sc_hd__ha_1, sky130_fd_sc_hd__xor2_1, sky130_fd_sc_hd__nor2_1
post_synth_instance_area_mm2 = 0.008119
yosys_warnings = 5
ff_type = sky130_fd_sc_hd__edfxtp_1
seq_area_frac_synth = 0.4882
post_synth_fa_ha_maj_area_fraction = 0.06010
synth.ff_latch_count = 154
ys_chip_area_mm2 = 0.008119
synth_largest_type_area_fraction = 0.3255
synthesized_instance_count = 793
ys_sh_aoi = 0.09940
edf_count = 88
post_synth.cell_area_avg_um2 = 10.24
ys_sh_xor = 0.08954
synth.yosys.num_cells = 793

[flow_run]
tool_warnings = 53
timing.max_cap.violations = 0

[hold_path]
hp-class = flop to flop
worst min path at each step:
stage / depth (start not counted) / start / slack, ns / endpoint
CTS: 0 / uart_rx_inst.data_valid$_DFFE_PP_ / 0.44 / tonegen_inst.prev_dv$_DFF_P_
global route: 0 / uart_rx_inst.data_valid$_DFFE_PP_ / 0.45 / tonegen_inst.prev_dv$_DFF_P_
finish: 0 / uart_rx_inst.data_valid$_DFFE_PP_ / 0.44 / tonegen_inst.prev_dv$_DFF_P_
per-layer routing:
metal	vias to the layer above	GRT usage	share of wire
li1	2823	-	-
met1	2532	0.1777	0.51
met2	74	0.1642	0.45
met3	8	0.01985	0.035
met4	0	0.01329	0.011
met5	-	0	0
worst max-delay path: stages, from the launching register on:
cell and delay (ns):
sky130_fd_sc_hd__edfxtp_1 0.55, sky130_fd_sc_hd__inv_1 0.15, sky130_fd_sc_hd__ha_1 0.31, sky130_fd_sc_hd__or2_4 0.26, sky130_fd_sc_hd__o32ai_4 0.39, sky130_fd_sc_hd__and2_1 0.37
sky130_fd_sc_hd__nand2_1 0.10, sky130_fd_sc_hd__a22o_1 0.30, sky130_fd_sc_hd__inv_1 0.15, sky130_fd_sc_hd__ha_1 0.27, sky130_fd_sc_hd__mux2i_1 0.10, sky130_fd_sc_hd__mux2_2 0.26
cell usage after synthesis, types with 3 or more instances:
cell type,instances
sky130_fd_sc_hd__xnor2_1,30
sky130_fd_sc_hd__nor3b_1,5
sky130_fd_sc_hd__mux2_2,7
sky130_fd_sc_hd__and4_1,3
sky130_fd_sc_hd__dfxtp_1,66
sky130_fd_sc_hd__and3_1,23
sky130_fd_sc_hd__nor4_1,11
sky130_fd_sc_hd__nor4b_1,5
sky130_fd_sc_hd__ha_1,39
sky130_fd_sc_hd__a22o_1,9
sky130_fd_sc_hd__a21oi_1,35
sky130_fd_sc_hd__mux2i_1,15
sky130_fd_sc_hd__nand2_1,69
sky130_fd_sc_hd__edfxtp_1,88
sky130_fd_sc_hd__inv_1,40
sky130_fd_sc_hd__or3_1,9
sky130_fd_sc_hd__nor2_1,79
sky130_fd_sc_hd__o31ai_1,3
sky130_fd_sc_hd__clkbuf_1,20
sky130_fd_sc_hd__nor3_1,13
sky130_fd_sc_hd__nor2b_1,11
sky130_fd_sc_hd__buf_6,3
sky130_fd_sc_hd__or2_2,5
sky130_fd_sc_hd__nand4_1,11
sky130_fd_sc_hd__nand3_1,35
sky130_fd_sc_hd__and2_1,14
sky130_fd_sc_hd__o22a_1,4
sky130_fd_sc_hd__a21o_1,5
sky130_fd_sc_hd__o21ai_0,29
sky130_fd_sc_hd__xor2_1,53
sky130_fd_sc_hd__nand2b_1,7
sky130_fd_sc_hd__a211oi_1,4
power by group:
group / internal, mW / total, mW / switching, mW
clock network: 0.530 / 0.832 / 0.302
registers: 1.00 / 1.13 / 0.129
logic: 0.227 / 0.559 / 0.331
total: 1.76 / 2.52 / 0.762
kinds of logic (layout without fill, tap and decap cells):
kind of cell             after synthesis  in the layout
AND-OR/OR-AND                        116            116
XOR/XNOR                              83             83
adder cells (fa/ha/maj)               39             39
buffers and inverters                 68             92
flip-flops                           154            154
multiplexers                          24             24
other                                  1              1
AND/OR/NAND/NOR                      308            308
final cells by class:
cell class | count | area share
clock inverters | 10 | 0.01156
multi-input cells | 571 | 0.4205
repair buffers | 20 | 0.02013
inverters | 40 | 0.01632
flip-flops and latches | 154 | 0.4308
well taps | 335 | 0.04556
clock buffers | 22 | 0.05508
stage by stage:
| stage | instances | hold slack, ns | power, mW | utilization | setup slack (ns) |
|---|---|---|---|---|---|
| after floorplan | 793 | 0.3850 | 1.565 | - | 4.737 |
| after global placement | 1120 | 0.4198 | 1.698 | 0.3267 | 4.067 |
| after detailed placement | 1120 | 0.4279 | 1.703 | 0.3267 | 4.011 |
| after CTS | 1152 | 0.4377 | 2.547 | 0.3501 | 4.392 |
| after global routing | 1152 | 0.4490 | 2.677 | 0.3501 | 4.146 |
| final | 1152 | 0.4351 | 2.520 | 0.3501 | 4.375 |
flip-flops by register name, summed over array words and instances, names as in the netlist, 7 cells and up, named ones only:
| name | count |
|---|---|
| controller_inst.counter | 12 |
| uart_rx_inst.counter | 10 |
| controller_inst.curr_output | 7 |
| tonegen_inst.mute_counter | 25 |
| tonegen_inst.counter | 19 |
| controller_inst.decode1.hex_encoding | 7 |
| uart_rx_inst.data | 8 |
| uart_tx_inst.data_byte | 8 |
| controller_inst.decode0.hex_encoding | 7 |
| uart_tx_inst.counter | 9 |
| tonegen_inst.note_period | 18 |
No activity file was given, so power comes from the tool's default toggle rates.
